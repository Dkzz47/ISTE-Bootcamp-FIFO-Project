<file path="design.v">
`timescale 1ns / 1ps
module FIFO_Memory
 #(parameter DATA_SIZE = 8,
    parameter ADDR_SIZE = 4)(
    output [DATA_SIZE-1:0] rdata,         
    input [DATA_SIZE-1:0] wdata,          
    input [ADDR_SIZE-1:0] waddr, raddr,   
    input wclk_en, wclk           
    );
    localparam DEPTH = 1<<ADDR_SIZE;      
    reg [DATA_SIZE-1:0] mem [0:DEPTH-1]; 
    assign rdata = mem[raddr];           
    always @(posedge wclk)
        if (wclk_en) mem[waddr] <= wdata;  
endmodule
</file>
<file path="run.sh">
#!/bin/bash
# OpenROAD 26Q1-2900-gdf79404cd8, Yosys 0.63+post, stock flow scripts
make -C /OpenROAD-flow-scripts/flow DESIGN_CONFIG=/design/flow/config.mk WORK_HOME=/design/flow/orfs finish
</file>
<file path="config.mk">
export PLATFORM = sky130hd
export DESIGN_NAME = FIFO_Memory
export DESIGN_NICKNAME = FIFO_Memory
export VERILOG_FILES = /design/flow/design.v
export SDC_FILE = /design/flow/constraint.sdc
export NUM_CORES = 4
export LEC_CHECK = 1
export CORE_UTILIZATION = 30
</file>
<file path="constraint.sdc">
current_design FIFO_Memory

set clk_period 2.2
set clk_io_pct 0.2

create_clock -name clk0 -period $clk_period [get_ports {wclk}]

set non_clock_inputs [all_inputs -no_clocks]
set_input_delay [expr $clk_period * $clk_io_pct] -clock clk0 $non_clock_inputs
set_output_delay [expr $clk_period * $clk_io_pct] -clock clk0 [all_outputs]
</file>
==> impl_metrics.sql <==
-- flow metrics import
INSERT INTO impl_metrics (metric_group, metric, value, unit) VALUES
('grt', 'gr-usage-all-layers', '14.63', '%'),
('sta', 'fmaxAchievable', '0.4652', 'GHz'),
('job', 'maxCapViolCount', '0', ''),
('route', 'viasPerCell', '4.782', ''),
('sta', 'slew_viol_final', '0', ''),
('sta', 'remaining_max_slew_budget_at_the_tightest_pin', '60.81', '%'),
('synthesis', 'numSynthFlops', '128', ''),
('hold_path', 'hp-start', 'wdata[7]', ''),
('synthesis', 'syn_inst', '221', ''),
('clock_tree', 'cts.reportedPaths.clkPinSlew', '0.06', 'ns'),
('clock_tree', 'clkSinkCount', '128', ''),
('setup_path', 'crit_type', 'input pin to output port', ''),
('pwr', 'leakagePower', '2.174', 'nW'),
('synthesis', 'ys_async_sr_fraction', '0', '%'),
('route', 'wire_per_inst', '20.25', 'um'),
('sta', 'setup_total_negative_slack', '0', 'ns'),
('grt', 'global_route.usage.met2', '21.07', '%'),
('grt', 'grt_start_max_net_pins', '17', ''),
('place', 'gpl.final_weighted_congestion', '0.7646', ''),
('sta', 'final_period_minus_worst_setup_slack', '2.150', 'ns'),
('setup_path', 'worst_setup_path_end_kind', 'output port', ''),
('setup_path', 'max_fo_critical_path', '8', ''),
('place', 'number_of_buffers_inserted_by_port_buffering', '25', ''),
('final_layout', 'layout-area-overhead-vs-synth', '31.06', '%'),
('route', 'drt_first_iter_violations', '213', ''),
('sta', 'setup_violations', '0', ''),
('synthesis', 'synth-area-yosys', '0.004987', 'mm2'),
('final_layout', 'biggestRegsByFlops', 'mem x128', ''),
('grt', 'global_route_wire_length_before_repair', '16290', 'um'),
('setup_path', 'crit_arrival', '1.71', 'ns'),
('sta', 'worst_slew_pin_slew', '0.5860', 'ns'),
('pwr', 'pwr_density_cell', '926.3', 'mW/mm2'),
('floorplan', 'coreArea', '0.01606', 'mm2'),
('run_status', 'status', 'finished clean', ''),
('setup_path', 'critPathMaxStageDelay', '0.50', 'ns'),
('synthesis', 'yosysWarnings', '1', ''),
('synthesis', 'netlist_top_cells_area', 'edfxtp_1 77%, mux4_2 8.1%, mux4_1 7.4%', ''),
('synthesis', 'synth_top_area_share', '77.07', '%'),
('setup_path', 'crit_slowest_cell', 'mux4_2', ''),
('floorplan', 'rows', '46', ''),
('job', 'openroad.warnings', '26', ''),
('sta', 'unrepaired_setup_endpoints_after_global_routing', 'yes', ''),
('place', 'detailedPlacementHpwl', '6118', 'um'),
('synthesis', 'synthTopCellsByCount', '128 x edfxtp_1, 18 x mux4_2, 16 x a22oi_1', ''),
('synthesis', 'synth-seq-area-share', '77.07', '%'),
('grt', 'met1_use_gr', '20.01', '%'),
('setup_path', 'critical_path_required', '1.76', 'ns'),
('grt', 'grt.met3_usage', '9.743', '%'),
('synthesis', 'synthDominantAreaCellType', 'edfxtp_1', ''),
('synthesis', 'synth_area', '0.004987', 'mm2'),
('grt', 'initial_antenna_violation_count', '0', ''),
('clock_tree', 'cts.path.max_buffers', '2', ''),
('final_layout', 'post-route-util', '40.70', '%'),
('final_layout', 'final_cells', '524', ''),
('route', 'drc', '0', ''),
('floorplan', 'die_w', '130.9', 'um'),
('floorplan', 'top_level_ports', '26', ''),
('floorplan', 'die_h', '130.9', 'um'),
('clock_tree', 'ctsHtreeMaxLevel', '4', ''),
('synthesis', 'most_popular_library_cell_in_the_synthesized_design_by_count', 'edfxtp_1', ''),
('clock_tree', 'tritoncts', 'built', ''),
('clock_tree', 'cts_bufs_inserted', '17', ''),
('grt', 'first_global_vias', '2747', ''),
('synthesis', 'dominantRegCellSynth', 'edfxtp_1', ''),
('final_layout', 'top_register', 'mem', ''),
('route', 'first_pass_iters', '4', ''),
('synthesis', 'synth.distinct_cells', '18', ''),
('route', 'route.vias.total', '2506', ''),
('synthesis', 'synth.yosys.num_cells', '221', ''),
('pwr', 'vdd.ir_drop.worst', '0.0006435', 'V'),
('sta', 'timing.final.crit_share', '97.71', '%');
[worst max-delay path: cells and delay by family]
family / cells / cell delay (ns)
buf+inv: 4 / 0.48
simple gates: 1 / 0.09
mux: 1 / 0.50
compound gates: 1 / 0.19
[area by class of cell]
type                    instances  area (um2)
clock inverters                15       207.7
multi-input cells              83        1091
flip-flops and latches        128        3844
repair buffers                 65       698.2
clock buffers                  17       425.4
well taps                     216       270.3
fillers                      1361        9522
[timing repair]
action / in CTS / in global routing
setup endpoints to repair: 8 / 7
pin swaps: 21 / 10
buffers inserted: 10 / 0
gates cloned: 4 / 0
hold buffers: 0 / 0
gates resized: 74 / 7
[metal layers]
layer	up-vias	wire, um
met2	162	4948
met1	1241	4184
met4	0	157
met3	13	1322
li1	1090	-
met5	-	0
[where the power goes]
| part | switching [W] | internal (W) | total, W | leakage, nW |
|---|---|---|---|---|
| clock | 0.00102 | 0.00191 | 0.00293 | 0.309 |
| sequential | 0.0000109 | 0.00274 | 0.00275 | 1.16 |
| combinational | 0.000178 | 0.000197 | 0.000374 | 0.709 |
| total | 0.00121 | 0.00484 | 0.00605 | 2.17 |
[worst paths after layout]
kind,to,depth (start not counted),slack (ns)
worst max-delay path,rdata[3],7,0.05
worst min-delay path,mem[6][7]$_DFFE_PP_,1,0.97
[cells by family after synthesis]
family,share of synthesized area [%]
buf+inv,1.731
flops,77.07
mux,15.50
compound gates,2.409
simple gates,3.287
[cell usage in the layout, fill, tap and decap left out, drive strengths merged]
cell type      netlist  layout
nand3                1       1
clkbuf               0      22
dlymetal6s2s         0       1
nand2b               2       2
and2                 1       1
clkinvlp             0       1
and2b                1       1
edfxtp             128     128
mux4                32      32
dlygate4sd2          0       1
buf                  7      45
or3b                 1       1
bufinv               0       4
a22oi               16      16
clkinv               0       6
nor2                13      13
nor3                 4       4
clkdlybuf4s50        0      13
nand3b               2       2
nor2b                1       1
inv                  0       4
nand2                9       9
[metrics by stage]
step / hold slack, ns / total power, W / cell area (um2) / setup WS [ns]
floorplan: 0.5389 / 0.002936 / 4987 / 0.2671
global placement: 1.342 / 0.003100 / 5669 / -0.5301
detailed placement: 1.385 / 0.003107 / 5669 / -0.5245
CTS: 0.9503 / 0.006117 / 6581 / 0.005057
global route: 1.021 / 0.006238 / 6536 / -0.02712
finish: 0.9737 / 0.006054 / 6536 / 0.05047
No activity file was given, so power comes from the tool's default toggle rates.
